**/design/flow/config.mk**
```make
export PLATFORM = sky130hd
export DESIGN_NAME = maxPooling
export DESIGN_NICKNAME = maxPooling
export VERILOG_FILES = /design/flow/design.v
export SDC_FILE = /design/flow/constraint.sdc
export NUM_CORES = 4
export LEC_CHECK = 1
export CORE_AREA = 10 10 107 107
export DIE_AREA = 0 0 117 117
```
**/design/flow/design.v**
```verilog
`timescale 1ns / 1ps
module maxPooling(
    input clk,
    input enable,
    input [7:0] input1,
    input [7:0] input2,
    input [7:0] input3,
    input [7:0] input4,
    output reg [7:0] output1,
    output reg done        
    );
    reg [7:0] initialMax = 8'b10000000;
    always @ (posedge clk) begin
        if(enable) begin
            if($signed(initialMax) < $signed(input1)) begin
                if($signed(input2) < $signed(input1)) begin
                    if($signed(input3) < $signed(input1)) begin
                        if($signed(input4) < $signed(input1)) begin
                            output1 <= input1;
                            done <= 1;
                        end
                        else begin
                            output1 <= input4;
                            done <= 1;
                        end
                    end
                    else begin
                        if($signed(input3) < $signed(input4)) begin
                            output1 <= input4;
                            done <= 1;
                        end
                        else begin
                            output1 <= input3;
                            done <= 1;
                        end
                    end
                end
                else begin
                    if($signed(input3) < $signed(input2)) begin
                        if($signed(input4) < $signed(input2)) begin
                            output1 <= input2;
                            done <= 1;
                        end
                        else begin
                            output1 <= input4;
                            done <= 1;
                        end
                    end
                    else begin
                        if($signed(input3) < $signed(input4)) begin
                            output1 <= input4;
                            done <= 1;
                        end
                        else begin
                            output1 <= input3;
                            done <= 1;
                        end
                    end
                end
            end
            else begin
                output1 <= initialMax;
                done <= 1;
            end
        end
        else begin
            output1 <= 0;
            done <= 0;
        end
    end
endmodule
```
**/design/flow/constraint.sdc**
```tcl
current_design maxPooling

set clk_period 2.9
set clk_io_pct 0.2

create_clock -name clk0 -period $clk_period [get_ports {clk}]

set non_clock_inputs [all_inputs -no_clocks]
set_input_delay [expr $clk_period * $clk_io_pct] -clock clk0 $non_clock_inputs
set_output_delay [expr $clk_period * $clk_io_pct] -clock clk0 [all_outputs]
```
**/design/flow/run.sh**
```bash
#!/bin/bash
# OpenROAD 26Q1-2900-gdf79404cd8, Yosys 0.63+post, stock flow scripts
make -C /OpenROAD-flow-scripts/flow DESIGN_CONFIG=/design/flow/config.mk WORK_HOME=/design/flow/orfs finish
```
==> CHANGELOG.md <==
### Physical design

* Avg WL per Cell at 15.2 microns
* Seq share, synth at 9.82%
* Cts bufs inserted at 3
* Power density cells at 280 nW/um^2
* Ys cells at 222
* Final ANT Viol Nets at 0
* CORE AREA at 9200 sq um
* Setup violators final at 0
* Num Clock Sinks at 9
* Worst setup EP type: flop
* Post-route DRC violation count at 0
* All-Layer GR Usage at 9.12%
* Async SR Flop Fraction at 0%
* Largest net degree at the start of global routing at 16
* Routed WL at 6.33 mm
* OpenROAD warning count at 25
* Slowest-stage cell, CP: or3_1
* Kind of critical path: primary input to flop
* Vias in the first global route at 1,922
* CP Depth at 8
* First-pass detailed-route iteration total at 4
* DP Wirelength at 5.57 mm
* Cell Chain, Critical Path: clkdlybuf4s50_1 -> inv_1 -> ha_1 -> a211oi_1 -> a211o_1 -> a32oi_2 -> or3_1 -> o211ai_1
* Startpoint Class: primary input
* Fin util at 30.0%
* Clock slew at reported path FFs at 0.05 ns
* CTS tree: done
* Worst Path Arrival at 2.94 ns
* IR drop worst, VDD at 0.114 mV
* Diodes inserted at 0
* Worst Path Required at 3.04 ns
* Initial antenna violation count at 0
* Tcrit/Tclk final at 96.8%
* Die Y at 117 microns
* Top area contributor share at 28.6%
* Io pins at 43
* Width of the die at 117 microns
* Detail-routed via count per cell at 4.75
* Yosys warnings at 1
* Total gr overflow at 0
* Unique masters post-synth at 50
* Min Tclk post-route at 2.81 ns
* Status: completed
* Hold crit path type: primary input to flop
* Max incr delay on CP at 0.50 ns
* Mapped Cells at 222
* Hold path depth at 1
* Area grow syn2layout at 50.4%
* Yosys top cell by area: ha_1
* Crit path max-delay family: AND-OR/OR-AND gates
* EDFF count, synth at 0
* Leak at 0.00125 uW
* Fin. Hold Viols at 0
* Unrepaired setup endpoints after global routing: false
* H-tree depth at 1
* Synth Flop Type: dfxtp_1
* Synth flops at 9
* Max Cap Violations at 0
* Layout cells sized above 1 at 19.0%
* Iteration-0 DRC Markers at 72
* Yosys chip area at 1840 sq um
* First-pass GRT wire length at 9.93 mm
* Least-Margin Pin Slew at 0.415 ns
* Clock Tree Buf Depth at 2
* Post-Synthesis Cell Area at 1840 sq um
* Final slew viol count at 0
* Hold Worst Slack at 0.950 ns
* Gpl congestion at 0.919
* IO Port Bufs at 42
* Crit path max fanout at 7
* Fmax at 356 MHz
* Largest cells by area: ha_1 29%, dfxtp_1 9.8%, inv_1 6.1%, o211ai_1 4.5%, mux2i_1 4.4%
* Row Count at 35
* Synthesized area per cell at 8.27 sq um
* WP buf/inv at 2
* Starting Density at 20.0%
* Root Driver: clkbuf_8
* Chip area at 13,700 sq um
* Headroom to the max-slew limit at 71.6%
* Vias at 1,974
## report_power, final
group,switching [uW],internal (uW)
clock network,48.0,95.7
registers,6.32,146
logic,218,258
## metrics by stage
stage / setup TNS (ns) / setup slack (ns) / cell area, sq um / power, uW / instances
detailed placement: -0.709 / -0.162 / 2680 / 617 / 410
finish: 0 / 0.0926 / 2760 / 772 / 416
global placement: -0.426 / -0.0806 / 2680 / 611 / 410
global route: 0 / 0.00482 / 2760 / 836 / 416
floorplan: 0 / 0.545 / 1840 / 394 / 222
CTS: 0 / 0.0971 / 2720 / 764 / 414
## per-layer routing
| layer | up-vias | track usage (%) | part of all wire (%) |
|---|---|---|---|
| li1 | 1014 | - | - |
| met1 | 901 | 12.0 | 45 |
| met2 | 55 | 15.3 | 47 |
| met3 | 4 | 1.96 | 7.4 |
| met4 | 0 | 1.32 | 0.63 |
| met5 | - | 0 | 0 |
## state kept, by name (all words and copies together) (netlist names)
register / count
done: 1
output1: 8
## timing repair
item | 4_1_cts | 5_1_grt
hold buffers | 0 | 0
setup buffers | 0 | 1
setup endpoints to repair | 0 | 5
resized | 0 | 3
## cells in the final DEF, fill, tap and decap left out, types with 3 or more instances in the layout
cell	netlist	routed
nor3_1	4	4
buf_4	0	40
o211ai_1	11	11
mux2_1	7	7
mux2i_1	8	8
nor2_1	7	7
o21ai_1	4	4
clkdlybuf4s50_1	0	42
o21a_1	4	4
nand4_1	4	4
o2111ai_1	6	6
or3_1	7	7
inv_1	30	30
dfxtp_1	9	9
a21o_1	5	5
clkbuf_8	0	3
a211oi_1	4	3
nor2b_1	5	5
a21oi_1	5	4
o21ai_0	4	4
nand2_1	17	17
nand2b_1	3	3
ha_1	42	42
## final timing paths
kind	start	end
worst min-delay path	enable	done
worst max-delay path	input1[2]	output1[0]
## logic make-up (layout without fill, tap and decap cells)
kind of cell | Yosys count | in the layout | share of synthesized area [%]
compound gates | 64 | 65 | 28.4
simple gates | 56 | 56 | 16.2
fa+ha+maj | 42 | 42 | 28.6
buf+inv | 35 | 117 | 7.70
mux | 16 | 16 | 9.27
flops | 9 | 9 | 9.82
## cell usage after synthesis, types with 2 or more instances
cell / n
ha_1: 42
inv_1: 30
nand2_1: 17
o211ai_1: 11
dfxtp_1: 9
mux2i_1: 8
mux2_1: 7
nor2_1: 7
or3_1: 7
o2111ai_1: 6
a21o_1: 5
a21oi_1: 5
nor2b_1: 5
a211oi_1: 4
nand4_1: 4
nor3_1: 4
o21a_1: 4
o21ai_0: 4
o21ai_1: 4
nand2b_1: 3
a211o_1: 2
a31oi_1: 2
and4_1: 2
nand3_1: 2
nor4_1: 2
o311ai_1: 2
## final cells by class
class,count,area (sq um)
fill,958,6430
multi-input combinational,179,1540
timing repair buffer,83,741
sequential,9,180
tap,111,139
inverter,30,113
clock buffer,4,45.0
Power figures rest on the tool's default switching activity, not on a simulated workload.
